[flow/run.sh]
#!/bin/bash
# OpenROAD 26Q1-2900-gdf79404cd8, Yosys 0.63+post, stock flow scripts
make -C /OpenROAD-flow-scripts/flow DESIGN_CONFIG=/design/flow/config.mk WORK_HOME=/design/flow/orfs finish
[flow/config.mk]
export PLATFORM = sky130hd
export DESIGN_NAME = fp_a3gto
export DESIGN_NICKNAME = fp_a3gto
export VERILOG_FILES = /design/flow/design.v
export SDC_FILE = /design/flow/constraint.sdc
export NUM_CORES = 4
export LEC_CHECK = 1
export CORE_AREA = 10 10 70 70
export DIE_AREA = 0 0 80 80
[flow/constraint.sdc]
current_design fp_a3gto

set clk_period 2.2
set clk_io_pct 0.2

create_clock -name clk0 -period $clk_period

set non_clock_inputs [all_inputs -no_clocks]
set_input_delay [expr $clk_period * $clk_io_pct] -clock clk0 $non_clock_inputs
set_output_delay [expr $clk_period * $clk_io_pct] -clock clk0 [all_outputs]
[flow/design.v]
module fp_ltz(
	a, 
	ltz
);
	input [15:0] a;
	output ltz;
	assign ltz = a[15];
endmodule
module fp_agto(
	a,
	gto
);
	input [15:0] a;
	output gto; 
	wire [4:0] exp = a[14:10];
	wire [9:0] man = a[9:0];
	assign gto =  ((exp > 5'h0F)? 1 : ((exp == 5'h0F) && (man > 10'h000)));
endmodule
module fp_a3gto(
	a,
	b,
	c,
	gto,
	gtno
);
	input [15:0] a;
	input [15:0] b;
	input [15:0] c;
	output gto;
	output gtno;
	wire ltz = a[15] & b[15] & c[15];
	wire gto_a, gto_b, gto_c, gtao;
	fp_agto a_gto(
		a, 
		gto_a
	);
	fp_agto b_gto(
		b, 
		gto_b
	);
	fp_agto c_gto(
		c, 
		gto_c
	);
	assign gtao = gto_a | gto_b | gto_c;
	assign gto = ~ltz & gtao;
	assign gtno = ltz & gtao;
endmodule
module fp_min(
	clk,
	rst,
	nd,
	us_rfd,
	a,
	b,
	ds_rfd,
	rdy,
	min
);
	input clk;
	input rst;
	input nd;
	output us_rfd;
	input [15:0] a;
	input [15:0] b;
	input ds_rfd;
	output rdy;
	output reg [15:0] min;
	wire is_less;
	fp_lte_micro less (
		.a(a),
		.b(b),
		.operation_nd(nd),
		.operation_rfd(us_rfd),
		.clk(clk),
		.sclr(rst),
		.ce(ds_rfd), 
		.result(is_less),
		.rdy(rdy)
	);
	reg [15:0] a_2, b_2;
	always @(posedge clk)begin
		a_2 <= a;
		b_2 <= b;
		if(rst)
			min <= 0;
		else if(rdy)
			min <= (is_less? a_2 : b_2);
		else
			min <= min;
	end
endmodule
module fp_max(
	clk,
	rst,
	nd,
	us_rfd,
	a,
	b,
	ds_rfd,
	rdy,
	max
);
	input clk;
	input rst;
	input nd;
	output us_rfd;
	input [15:0] a;
	input [15:0] b;
	input ds_rfd;
	output rdy;
	output reg [15:0] max;
	wire is_more;
	fp_gt_micro more (
		.a(a),
		.b(b),
		.operation_nd(nd),
		.operation_rfd(us_rfd),
		.clk(clk),
		.sclr(rst),
		.ce(ds_rfd), 
		.result(is_more),
		.rdy(rdy)
	);
	always @(posedge clk)
		if(rst)
			max <= 0;
		else if(rdy)
			max <= (is_more? a : b);
		else
			max <= max;
endmodule
==> metrics.log <==
[flow] final metrics
INFO  metric status = complete, no violations
INFO  metric die_x = 80 µm
INFO  metric fp-utilization = 4.65%
INFO  metric synthesis.instances = 26
INFO  metric core = 0.00342 mm²
INFO  metric design.portCount = 50
INFO  metric wirelength = 1.39 mm
INFO  metric post_route_cells_drive_above_1_share = 6.58%
INFO  metric required = 1.76 ns
INFO  metric n_antenna_cell = 0
INFO  metric setup_tns = 0 ns
INFO  metric synthDominantCellAreaShare = 15.7%
INFO  metric vdd_ir_drop_max = 0.0335 mV
INFO  metric total_vias_in_the_final_route = 401
INFO  metric critical_path.max_fanout = 2
INFO  metric final.hold.worst_slack = 1.39 ns
INFO  metric via_per_inst = 3.29
INFO  metric detail-route-antenna-nets = 0
INFO  metric power_leakage = 0.255 nW
INFO  metric ffs_latches = 0
INFO  metric grt.overflow.total = 0
INFO  metric place.port_buffers = 50
INFO  metric max_slew.worst_pin.slew = 0.253 ns
INFO  metric cp-end-kind = primary output
INFO  metric final.clkbuf_count = 0
INFO  metric synth.area.mux_share = 0%
INFO  metric slew_violations = 0
INFO  metric grt_pass1_wl = 2.05 mm
INFO  metric worstSetupStartpointType = input port
INFO  metric final.period_utilization = 94.9%
INFO  metric synth-cells-yosys = 26
INFO  metric maximum_clock_rate = 479 MHz
INFO  metric die_height = 80 µm
INFO  metric synth.cellmix.simpleShare = 79.5%
INFO  metric synthesis.area = 159 µm²
INFO  metric slew-limit-headroom = 83.0%
INFO  metric worstHoldPathType = input port to primary output
INFO  metric setup_viol = 0
INFO  metric synthDistinctLibCells = 12
INFO  metric yosysWarnings = 0
INFO  metric place_congestion = 0.810
INFO  metric critPathArrivalTime = 1.65 ns
INFO  metric drt_wl_cell = 11.4 µm
INFO  metric fp-row-count = 21
INFO  metric yosys.area_share.aoi = 20.5%
INFO  metric met1_length = 536 µm
INFO  metric grt_util_all_layers = 3.90%
INFO  metric netlist.top_cell.by_area = sky130_fd_sc_hd__nor4_1
INFO  metric drc = 0
INFO  metric min_period = 2.09 ns
INFO  metric synth.top_cells.by_area = sky130_fd_sc_hd__nor4_1 (16%), sky130_fd_sc_hd__nor4_2 (16%), sky130_fd_sc_hd__nand4_1 (12%)
INFO  metric worstSetupPathType = input port to primary output
INFO  metric drt_first_pass_iters = 2
INFO  metric cap_viol_max_count = 0
INFO  metric maxUsedRoutingLayer = met3
INFO  metric met3_wirelength = 223 µm
INFO  metric initial_drc_count = 2
INFO  metric post_synth_xor_area_fraction = 0%
INFO  metric cts.repair_timing.setup_buffer_count = 0
INFO  metric syn_area_per_cell = 6.11 µm²
INFO  metric synthesis_area_per_yosys = 159 µm²
INFO  metric largest_net_degree_at_the_start_of_global_routing = 4
INFO  metric areaGrowthSynthToFinish = 351%
INFO  metric arithmetic_cell_share_of_the_synthesized_area_counting_full_adders_half_adders_and_majority_gates = 0%
INFO  metric postSynthSeqShare = 0%
INFO  metric grt_antenna_before_repair = 0
INFO  metric flop_area = 0 µm²
INFO  metric wl_met2 = 630 µm
INFO  metric first_global_vias = 478
INFO  metric synthTopLogicFamily = simple AND/OR/NAND/NOR gates
INFO  metric warning_count = 32
INFO  metric power_density = 138 mW/mm²
INFO  metric hold_viol = 0
INFO  metric chip_area = 0.00640 mm²
[cell usage after synthesis]
library cell / instances
sky130_fd_sc_hd__o21ai_1: 2
sky130_fd_sc_hd__and3_1: 1
sky130_fd_sc_hd__nor4_2: 2
sky130_fd_sc_hd__nor4_1: 4
sky130_fd_sc_hd__a32oi_1: 2
sky130_fd_sc_hd__o21ai_0: 1
sky130_fd_sc_hd__and4_1: 1
sky130_fd_sc_hd__nand4_1: 3
sky130_fd_sc_hd__nand3_1: 3
sky130_fd_sc_hd__nor3_1: 1
sky130_fd_sc_hd__nor2_1: 5
sky130_fd_sc_hd__nand2_1: 1
[per-layer routing]
| metal | up-vias | global-route usage [%] |
|---|---|---|
| li1 | 212 | - |
| met1 | 158 | 4.22 |
| met2 | 31 | 6.82 |
| met3 | 0 | 2.27 |
| met4 | 0 | 0 |
| met5 | - | 0 |
[worst paths after layout]
check | start | end | slack, ns | depth (start not counted)
max | a[5] | gto | 0.11 | 6
min | a[0] | gtno | 1.39 | 6
[worst max-delay path: stages]
cell and delay, ns:
sky130_fd_sc_hd__clkdlybuf4s50_1 0.42, sky130_fd_sc_hd__nor4_2 0.24, sky130_fd_sc_hd__nand3_1 0.13, sky130_fd_sc_hd__a32oi_1 0.21, sky130_fd_sc_hd__o21ai_1 0.08, sky130_fd_sc_hd__buf_2 0.12
[cell families (layout without fill, tap and decap cells)]
| family | after synthesis | count (layout) |
|---|---|---|
| buf+inv | 0 | 50 |
| simple gates | 21 | 21 |
| compound gates | 5 | 5 |
[metrics by stage]
step / utilization [%] / power (mW) / worst slack [ns] / instance area [µm²] / cells
2_1_floorplan: - / 0.00907 / 0.733 / 159 / 26
3_3_place_gp: 21.0 / 0.100 / -0.263 / 717 / 122
3_5_place_dp: 21.0 / 0.103 / -0.261 / 717 / 122
4_1_cts: 20.7 / 0.0999 / 0.0606 / 706 / 122
5_1_grt: 21.0 / 0.106 / -0.0115 / 717 / 122
6_report: 21.0 / 0.0990 / 0.112 / 717 / 122
[placed cells by master, fill, tap and decap left out, drive strengths merged]
cell type,count
nand4,3
nor2,5
nand2,1
dlymetal6s2s,2
nor4,6
o21ai,3
buf,2
and4,1
a32oi,2
nand3,3
nor3,1
dlygate4sd2,1
clkdlybuf4s50,45
and3,1
[timing repair]
item | 4_1_cts | 5_1_grt
pin swaps | 5 | 4
resized | 8 | 3
endpoints found under the setup margin | 2 | 2
hold buffers | 0 | 0
[area by class of cell]
class              count  area [µm²]
fillers              375        2700
repair buffers        50         494
multi-input cells     26         165
well taps             46        57.6
[power breakdown]
group / switching (mW) / internal [mW]
Sequential: 0 / 0
Clock: 0 / 0
Combinational: 0.0195 / 0.0795
Total: 0.0195 / 0.0795
Power and IR drop assume default switching activity.
